===== flow/design.v =====
module mux #(
  parameter WIDTH = 32, 
  parameter SEL_WIDTH = 1
)(
  input logic [WIDTH-1 : 0] a,
  input logic [WIDTH-1 : 0] b,
  input logic [SEL_WIDTH-1 : 0] sel,
  output logic [WIDTH-1 : 0] muxout
);
  assign muxout = sel ? a : b;
endmodule

===== flow/run.sh =====
#!/bin/bash
# OpenROAD 26Q1-2900-gdf79404cd8, Yosys 0.63+post, stock flow scripts
make -C /OpenROAD-flow-scripts/flow DESIGN_CONFIG=/design/flow/config.mk WORK_HOME=/design/flow/orfs finish

===== flow/config.mk =====
export PLATFORM = sky130hd
export DESIGN_NAME = mux
export DESIGN_NICKNAME = mux
export VERILOG_FILES = /design/flow/design.v
export SDC_FILE = /design/flow/constraint.sdc
export NUM_CORES = 4
export LEC_CHECK = 1
export CORE_AREA = 10 10 70 70
export DIE_AREA = 0 0 80 80

===== flow/constraint.sdc =====
current_design mux

set clk_period 1.0
set clk_io_pct 0.2

create_clock -name clk0 -period $clk_period

set non_clock_inputs [all_inputs -no_clocks]
set_input_delay [expr $clk_period * $clk_io_pct] -clock clk0 $non_clock_inputs
set_output_delay [expr $clk_period * $clk_io_pct] -clock clk0 [all_outputs]

==> results.sh <==
# source this file to load flow results
export IMPL_run_status="finished, violations left"
export IMPL_violations="negative setup slack"
export IMPL_timing_worst_setup_path_type="input pin to output pin"
export IMPL_final_area_mm2=0.00159
export IMPL_grt_start_max_net_pins=11
export IMPL_hold_class="input pin to output pin"
export IMPL_totalWireLength_mm=2.72
export IMPL_achievable_frequency_ghz=0.852
export IMPL_warnings=34
export IMPL_shortest_clock_period_the_worst_path_allows_after_layout_ns=1.17
export IMPL_crit_path_max_fanout=1
export IMPL_power_share_clock_pct=0
export IMPL_power_switching_mw=0.132
export IMPL_cp_num_buf_inv=2
export IMPL_floorplan_io_pins=97
export IMPL_layout_top_cell="dlygate4sd2_1"
export IMPL_timing_slew_headroom_pct=92.6
export IMPL_timing_critical_path_slowest_cell_delay_ns=0.40
export IMPL_globalRoute_totalOverflow=0
export IMPL_total_power_mw=0.619
export IMPL_port_buffers=97
export IMPL_detailroute_via_count=690
export IMPL_ys_warnings_count=0
export IMPL_grt_antenna_before_repair=0
export IMPL_p_comb_share_pct=100.0
export IMPL_internal_power_mw=0.487
export IMPL_mean_instance_size_in_the_synthesized_netlist_um2=15.1
export IMPL_worst_path_dominant_cell_family="buffers and inverters"
export IMPL_global_routing_met3_resource_utilization_pct=3.18
export IMPL_critical_path_cell_by_cell="clkdlybuf4s50_1, mux2_4, buf_6"
export IMPL_min_path_cells=3
export IMPL_crit_path_top_delay_cell="clkdlybuf4s50_1"
export IMPL_timing_hold_worst_endpoint="muxout[18]"
export IMPL_rsz0062_at_grt="yes"
export IMPL_power_share_sequential_pct=0
export IMPL_worst_pin_slew_ns=0.111
export IMPL_fin_crit_sh_pct=117
export IMPL_final_core_utilization_pct=46.4
export IMPL_worstPathArrival_ns=0.97
export IMPL_fp_dieArea_mm2=0.00640
export IMPL_power_per_cell_area_mw_per_mm2=390
export IMPL_timing_hold_violations_final=0
export IMPL_grt_most_used_layer="met2"
export IMPL_die_boundary_width_um=80
export IMPL_netlist_instances=36
export IMPL_layout_clock_buffers=0
export IMPL_ys_cells=36
export IMPL_ys_area_um2=544
export IMPL_use_met1_pct=8.77
export IMPL_mostFrequentLayoutCells="dlygate4sd2_1, mux2_4, buf_6"
export IMPL_yosysUniqueCellTypes=4
export IMPL_detail_route_drc_violations=0
export IMPL_final_antenna_net_count=0
export IMPL_placementRows=21
export IMPL_required_ns=0.80
export IMPL_initial_drt_pass_iterations=2
export IMPL_critical_path_startpoint_type="input pin"
export IMPL_global_route_track_usage_on_met2_pct=13.6
export IMPL_core_area_mm2=0.00342
export IMPL_antennaDiodeCount=0
export IMPL_grt_pass1_wl_mm=4.00
export IMPL_peakVddDrop_v=0.000161
export IMPL_detail_route_wl_per_cell_um=14.9
export IMPL_finalWorstSetupSlack_ns=-0.173
export IMPL_slew_viol_final=0
export IMPL_fp_dieH_um=80
export IMPL_drv_cap=0
export IMPL_endpoint_kind="output pin"
export IMPL_power_leakage_nw=0.887
export IMPL_finalSetupViolations=32
export IMPL_hp_start="b[18]"
export IMPL_yosys_stat_seqShare_pct=0
export IMPL_post_dp_cell_area_mm2=0.00152
export IMPL_first_global_vias=751
export IMPL_area_sequential_um2=0
export IMPL_power_switching_fraction_pct=21.3
export IMPL_initialDrtViolationCount=3
export IMPL_place_hpwl_mm=2.40
export IMPL_core_util_floorplan_pct=15.9
export IMPL_final_layout_size_suffix_gt1_share_pct=53.3
export IMPL_avgViaCountPerCell=3.77
export IMPL_ffs_latches=0
export IMPL_grt_util_all_layers_pct=7.64
export IMPL_area_growth_synth_to_final_pct=191
export IMPL_gp_routability_congestion=0.758
export IMPL_syn_cell_area_um2=544
metal layers:
metal | share of wire, % | wire (um)
met1 | 37 | 1020
met2 | 50 | 1350
met3 | 13 | 351
met4 | 0 | 0
met5 | 0 | 0
what timing repair did:
action                                  in CTS  in global routing
gates cloned                                 1                  0
hold buffers                                 0                  0
buffers inserted                             5                  0
gates resized                              170                 15
hold endpoints to repair                     0                  0
endpoints found under the setup margin      32                 32
stage by stage:
step	hold WS (ns)	TNS, ns	worst slack, ns	instances
2_1_floorplan	0.498	0	0.0669	36
3_3_place_gp	1.35	-15.30	-0.497	177
5_1_grt	0.713	-4.37	-0.196	183
6_report	0.692	-3.69	-0.173	183
3_5_place_dp	1.36	-15.35	-0.499	177
4_1_cts	0.801	-3.97	-0.174	183
cells by family after synthesis:
kind of cell,share of synthesized area [%]
buffers and inverters,13.1
multiplexers,86.9
power groups by stage:
stage / logic (mW) / clock network, mW / registers, mW
after CTS: 0.608 / 0 / 0
after global routing: 0.664 / 0 / 0
final: 0.619 / 0 / 0
Yosys cell counts:
cell | count | share of area [%]
buf_12 | 3 | 11
mux2_2 | 2 | 4.1
buf_6 | 1 | 2.1
mux2_4 | 30 | 83
cell type report:
class,count,area [um2]
Fill cell,345,1830
Timing Repair Buffer,105,1050
Multi-Input combinational cell,32,480
Tap cell,46,57.6
worst max path at each step:
stage	start	endpoint	slack, ns	cells after the start
final	a[27]	muxout[27]	-0.17	3
after global routing	sel[0]	muxout[14]	-0.20	5
after CTS	sel[0]	muxout[12]	-0.17	5
Power figures rest on the tool's default switching activity, not on a simulated workload.
