<file path="flow/config.mk">
export PLATFORM = sky130hd
export DESIGN_NAME = counter
export DESIGN_NICKNAME = counter
export VERILOG_FILES = /design/flow/design.v
export SDC_FILE = /design/flow/constraint.sdc
export NUM_CORES = 4
export LEC_CHECK = 1
export CORE_AREA = 10 10 70 70
export DIE_AREA = 0 0 80 80
</file>
<file path="flow/constraint.sdc">
current_design counter

set clk_period 1.5
set clk_io_pct 0.2

create_clock -name clk0 -period $clk_period [get_ports {clk}]

set non_clock_inputs [all_inputs -no_clocks]
set_input_delay [expr $clk_period * $clk_io_pct] -clock clk0 $non_clock_inputs
set_output_delay [expr $clk_period * $clk_io_pct] -clock clk0 [all_outputs]
</file>
<file path="flow/design.v">
module counter(
  input logic clk,
  input logic rst,
  output logic [3:0] count
);
  always@(posedge clk) begin  
    if(rst) begin
      count <= 4'b0000;
    end else begin
      count <= count + 1;
    end
  end
endmodule
</file>
<file path="flow/run.sh">
#!/bin/bash
# OpenROAD 26Q1-2900-gdf79404cd8, Yosys 0.63+post, stock flow scripts
make -C /OpenROAD-flow-scripts/flow DESIGN_CONFIG=/design/flow/config.mk WORK_HOME=/design/flow/orfs finish
</file>
==> results_dict.tcl <==
# place-and-route summary
set metrics [dict create \
    die_y_um 80 \
    synth.avg_cell_area_um2 11.2 \
    wl_per_cell_um 5.49 \
    clkTransAtPathRegs_ns 0.03 \
    hold_buffers 0 \
    setup_viol 0 \
    largest_register "count" \
    path_class "register to output pin" \
    cts_tree "done" \
    clkLatencyLatePin_ns 0.23 \
    p_leak_nw 0.0956 \
    grt_max_degree 6 \
    vias 120 \
    syn-instance-count 13 \
    ir_drop_uv 112 \
    cp-start-kind "register" \
    die_w_um 80 \
    num_rows 21 \
    grtUsageTotal_pct 1.34 \
    grt_setup_unrepaired "false" \
    max_slew_margin_pct 88.4 \
    dp_slack_ns 0.220 \
    tightestPinTransition_ns 0.173 \
    synthesis.area_um2 145 \
    cp-end-kind "output pin" \
    reg_top3 "count (4)" \
    power_density_nw_per_um2 998 \
    area_growth_pct 91.4 \
    hp-class "register to register" \
    htree_levels 1 \
    fin_skew_ns 0.00540 \
    status "finished, final reports clean" \
    path_buffers 1 \
    grt_overflow 0 \
    drc 0 \
    tool_warnings 25 \
    viasPerCell 1.76 \
    io_pins 6 \
    crit_arrival_ns 1.08 \
    slew_violations 0 \
    fin_util_pct 8.13 \
    min_period_ns 1.38 \
    antenna_left 0 \
    cts-root-buf "clkbuf_4" \
    dr.pass1.iters 2 \
    ys.flops 4 \
    antenna_found_initial 0 \
    ys_warn_count 1 \
    fp_util_pct 4.25 \
    fin_tns_setup_ns 0 \
    fmax_mhz 726 \
    drt_wl_total_um 373 \
    cts_resized 0 \
    yosysUniqueCellTypes 7 \
    yosysChipArea_um2 145 \
    cts_sinks 4 \
    io_buffer_count 5 \
    timing.final.crit_share_pct 91.9 \
    die-area_um2 6400 \
    postCtsSetupRepairBufs 0 \
    finalWorstSetupSlack_ns 0.122 \
    hold_viol_final 0 \
    drive_above_1_share_pct 19.0 \
    largest_reg_flops 4 \
    worstPathRequired_ns 1.20 \
    max_stage_delay_ns 0.50 \
    grt_pass1_vias 119 \
    grt_pass1_wl_um 545 \
    yosys.stat.seqShare_pct 55.2 \
    yosys_cells 13 \
    slowest_stage "clkdlybuf4s50_1" \
    critPathTopFamily "buffers and inverters" \
    path_max_fanout 3 \
    clock_path_buffers 2 \
    max_cap_violations 0 \
    path_cells "clkdlybuf4s50_1" \
    numCtsBuffers 3 \
    core_area_um2 3420 \
    first_iter_violations 1 \
    gp_congestion 0.646 \
]
-- cells by family (layout without fill, tap and decap cells) --
kind of cell	count (synthesis)	in the layout	synth area share (%)
and+or+nand+nor	6	6	19.8
DFF	4	4	55.2
adders and majority gates	1	1	8.62
xor gates and xnor gates	1	1	6.04
muxes	1	1	10.3
other	0	1	0
buffers and inverters	0	8	0
-- synth_stat cells --
cell,number,share of area [%]
dfxtp_1,4,55
ha_1,1,8.6
mux2_4,1,10
nand3_1,1,3.4
nor2_1,3,7.8
nor2b_1,2,8.6
xnor2_1,1,6.0
-- routing by layer --
layer | track usage, % | wire (um) | part of all wire, % | up-vias
met5 | 0 | 0 | 0 | -
met4 | 0.352 | 0 | 0 | 0
met3 | 3.30 | 134 | 36 | 0
met2 | 0.963 | 87 | 23 | 8
met1 | 0.997 | 151 | 40 | 50
li1 | - | - | - | 62
-- where the power goes --
group	internal [W]	switching, W
clock	0.0000893	0.0000416
combinational	0.0000192	0.00000719
sequential	0.000114	0.00000596
-- cell type report --
class | count | area (um^2)
Antenna cell | 1 | 2.50
Timing Repair Buffer | 5 | 50.0
Tap cell | 46 | 57.6
Fill cell | 401 | 3140
Clock buffer | 3 | 22.5
Sequential cell | 4 | 80.1
Multi-Input combinational cell | 9 | 65.1
-- final timing paths --
path / slack [ns] / from / end / depth (start not counted)
setup / recovery: 0.12 / count[1]$_SDFF_PP0_ / count[1] / 1
hold / removal: 0.46 / count[0]$_SDFF_PP0_ / count[0]$_SDFF_PP0_ / 1
setup reg to reg: 0.62 / count[0]$_SDFF_PP0_ / count[3]$_SDFF_PP0_ / 2
hold reg to reg: 0.46 / count[0]$_SDFF_PP0_ / count[0]$_SDFF_PP0_ / 1
-- cells in the final DEF (no fill, tap or decap) --
cell and count:
clkdlybuf4s50_1 5, dfxtp_1 4, nor2_1 3, clkbuf_4 3, nor2b_1 2, diode_2 1, xnor2_1 1, nand3_1 1
mux2_4 1, ha_1 1
-- metrics by stage --
stage | cell area [um^2] | total power (W) | instances | hold slack (ns)
floorplan | 145 | 0.000128 | 13 | 0.367
global placement | 253 | 0.000148 | 64 | 0.441
finish | 278 | 0.000277 | 68 | 0.463
global route | 275 | 0.000298 | 67 | 0.485
CTS | 275 | 0.000287 | 67 | 0.467
detailed placement | 253 | 0.000149 | 64 | 0.459
-- worst register-to-register path: stages, from the launching register on --
cell and delay (ns):
dfxtp_1 0.37, nand3_1 0.10, mux2_4 0.30
Power figures rest on the tool's default switching activity, not on a simulated workload.
