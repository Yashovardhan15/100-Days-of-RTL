<file path="run.sh">
#!/bin/bash
# OpenROAD 26Q1-2900-gdf79404cd8, Yosys 0.63+post, stock flow scripts
make -C /OpenROAD-flow-scripts/flow DESIGN_CONFIG=/design/flow/config.mk WORK_HOME=/design/flow/orfs finish
</file>
<file path="config.mk">
export PLATFORM = sky130hd
export DESIGN_NAME = single_port_ram
export DESIGN_NICKNAME = single_port_ram
export VERILOG_FILES = /design/flow/design.v
export SDC_FILE = /design/flow/constraint.sdc
export NUM_CORES = 4
export LEC_CHECK = 1
export CORE_UTILIZATION = 40
</file>
<file path="constraint.sdc">
current_design single_port_ram

set clk_period 8.3
set clk_io_pct 0.2

create_clock -name clk0 -period $clk_period [get_ports {clk}]

set non_clock_inputs [all_inputs -no_clocks]
set_input_delay [expr $clk_period * $clk_io_pct] -clock clk0 $non_clock_inputs
set_output_delay [expr $clk_period * $clk_io_pct] -clock clk0 [all_outputs]
</file>
<file path="design.v">
module single_port_ram #(
  parameter DATA_WIDTH = 8,
  parameter ADDR_WIDTH = 6
)(
  input logic clk,
  input logic rst,
  input logic [DATA_WIDTH-1 : 0] data1,
  input logic [ADDR_WIDTH-1 : 0] addr1,
  input logic enable1,
  input logic [DATA_WIDTH-1 : 0] data2,
  input logic [ADDR_WIDTH-1 : 0] addr2,
  input logic enable2,
  output logic [DATA_WIDTH-1 : 0] q1,
  output logic [DATA_WIDTH-1 : 0] q2
);
  logic [DATA_WIDTH-1 : 0] ram[0 : 2**(ADDR_WIDTH)-1];
  always@(posedge clk) begin
    if(rst) begin
      q1 <= 0;
      q2 <= 0;
    end else begin
      if (enable1) begin
        ram[addr1] <= data1;
      end else begin
        q1 <= ram[addr1];
      end 
      if (enable2) begin
        ram[addr2] <= data2;
      end else begin
        q2 <= ram[addr2];
      end 
    end 
  end
endmodule
</file>
==> insert_results.sql <==
-- generated from flow reports
INSERT INTO impl_metrics (metric_group, metric, value, unit) VALUES
('synth', 'synth_top_cell_by_area', 'sky130_fd_sc_hd__edfxtp_1', ''),
('synth', 'yosys-top-cells-count', '561 x sky130_fd_sc_hd__mux2_2, 512 x sky130_fd_sc_hd__edfxtp_1, 156 x sky130_fd_sc_hd__clkbuf_1, 130 x sky130_fd_sc_hd__a221oi_1, 94 x sky130_fd_sc_hd__nand2_1', ''),
('clock_tree', 'h-tree-depth', '2', ''),
('timing', 'final_min_period_over_clock_period', '62.16', '%'),
('die', 'chipWidth', '284.2', 'um'),
('synth', 'top_cell', 'sky130_fd_sc_hd__mux2_2', ''),
('clock_tree', 'clkLatencyLatePin', '0.66', 'ns'),
('route', 'drt_first_iter_violations', '2622', ''),
('timing', 'finalMaxSlewViolations', '0', ''),
('run_status', 'run_status', 'finished clean', ''),
('timing', 'finalCriticalPeriod', '5.159', 'ns'),
('worst_setup_path', 'worstPathArrival', '5.43', 'ns'),
('global_routing', 'grt_pass1_wl', '201100', 'um'),
('timing', 'finalSetupViolations', '0', ''),
('timing', 'finClkSkew', '0.04127', 'ns'),
('clock_tree', 'cts_hold_buffers', '0', ''),
('timing', 'setup_total_negative_slack', '0', 'ns'),
('final_layout', 'fin_util', '44.83', '%'),
('global_routing', 'grt.overflow.total', '0', ''),
('timing', 'holdWs', '0.5813', 'ns'),
('global_routing', 'largest_net_degree_at_the_start_of_global_routing', '86', ''),
('global_routing', 'grt_pass1_vias', '25019', ''),
('placement', 'portBuffers', '47', ''),
('worst_setup_path', 'reg2reg_slack', '5.68', 'ns'),
('synth', 'flop_cell', 'sky130_fd_sc_hd__edfxtp_1', ''),
('synth', 'ys_seq_share', '49.29', '%'),
('timing', 'hold_viol_final', '0', ''),
('clock_tree', 'clockBufferDepth', '3', ''),
('clock_tree', 'cts_repair_resize_count', '0', ''),
('timing', 'relSlewSlack', '16.30', '%'),
('final_layout', 'num-fill-cells', '6995', ''),
('route', 'totalWireLength', '146200', 'um'),
('die', 'fp-utilization', '40.38', '%'),
('power', 'clock_power_share', '41.4', '%'),
('power', 'cell_internal_pwr', '0.004827', 'W'),
('synth', 'count_of_library_flops_with_an_enable_pin', '512', ''),
('timing', 'worst_slack', '3.141', 'ns'),
('clock_tree', 'clock-root-buffer', 'sky130_fd_sc_hd__clkbuf_16', ''),
('power', 'combPwrFrac', '13.2', '%'),
('synth', 'synthDominantCellAreaShare', '48.28', '%'),
('worst_setup_path', 'critPathLaunchType', 'input port', ''),
('clock_tree', 'worst_setup_hold_path_clk_slew', '0.06', 'ns'),
('route', 'antenna_violating_nets_post_route', '0', ''),
('final_layout', 'layout-area-overhead-vs-synth', '11.03', '%'),
('power', 'p_leak', '11.50', 'nW'),
('power', 'cellPowerDensity', '185.7', 'nW/um2'),
('global_routing', 'antenna_found_initial', '9', ''),
('final_layout', 'post_route_cells_drive_above_1_share', '38.76', '%'),
('clock_tree', 'cts_tree', 'yes', ''),
('die', 'die_h', '284.2', 'um'),
('synth', 'yosys.stat.chipArea', '31840', 'um2'),
('route', 'first_pass_iters', '8', ''),
('placement', 'place.detailed.hpwl', '96110', 'um'),
('power', 'seq_power_share', '45.4', '%'),
('worst_setup_path', 'critPathCaptureType', 'flip-flop', ''),
('synth', 'asyncSetResetFlopFracSynth', '0', '%'),
('synth', 'synth.cell_area', '31840', 'um2'),
('power', 'ir_drop', '0.1406', 'mV'),
('route', 'drt-vias-per-instance', '6.982', ''),
('synth', 'synth_register_bits', '528', ''),
('power', 'p_sw_share', '26.47', '%'),
('die', 'core_area', '78870', 'um2'),
('worst_setup_path', 'critical_path_class', 'input port to flip-flop', ''),
('die', 'pin_count', '48', ''),
('die', 'die_area', '80740', 'um2'),
('run', 'drv_cap', '0', ''),
('global_routing', 'grt.total_usage', '38.26', '%'),
('synth', 'synth.distinct_cells', '77', ''),
('final_layout', 'final_cell_count_no_fill', '3521', ''),
('placement', 'post-place-cells', '3402', ''),
('min_path', 'min_path_type', 'flip-flop to flip-flop', '');
-- through the flow --
| step | total power, W | area (um2) |
|---|---|---|
| after CTS | 0.006560 | 35330 |
| after detailed placement | 0.003860 | 33360 |
| after global routing | 0.006701 | 35330 |
| after global placement | 0.003855 | 33360 |
| final | 0.006565 | 35360 |
| after floorplan | 0.003511 | 31840 |
-- final cells by class --
type / instances / area (um2) / share of cell area (%)
Timing Repair Buffer: 189 / 1465 / 4.144
Clock inverter: 37 / 404.1 / 1.143
Inverter: 17 / 63.81 / 0.1805
Antenna cell: 12 / 30.03 / 0.08493
Tap cell: 1050 / 1314 / 3.716
Clock buffer: 70 / 1560 / 4.413
Sequential cell: 528 / 15700 / 44.39
Multi-Input combinational cell: 1618 / 14820 / 41.93
-- power groups by stage --
stage / clock, W / sequential, W / combinational (W)
6_report: 0.00272 / 0.00298 / 0.000865
4_1_cts: 0.00275 / 0.00298 / 0.000830
5_1_grt: 0.00284 / 0.00298 / 0.000881
-- metal layers --
layer / global-route usage, % / vias up / part of all wire, %
li1: - / 9790 / -
met1: 49.40 / 12290 / 35
met2: 53.05 / 1993 / 43
met3: 21.93 / 489 / 15
met4: 17.69 / 20 / 6.3
met5: 3.690 / - / 0.31
-- placed cells by master (no fill, tap or decap), drive strengths merged, types with 23 or more instances in the layout --
cell           count
o21ai             84
mux2             587
clkinv            23
nand2            103
a221oi           131
clkbuf            70
mux4              67
a21oi             70
a22oi             71
o22ai             62
nor2             106
mux2i             93
a221o             24
nand3             23
buf              164
edfxtp           512
clkdlybuf4s50     25
-- cells by family after synthesis --
logic type	count (synthesis)	share of synthesized area, %
AND-OR/OR-AND	573	13.20
buffers and inverters	298	4.310
flip-flops	528	49.29
multiplexers	747	28.42
AND/OR/NAND/NOR	298	4.782
-- flip-flops by register name, summed over array words and instances, names as in the netlist --
signal / flops
q2: 8
q1: 8
ram: 512
-- worst max-delay path, stage by stage --
cell                              delay, ns
sky130_fd_sc_hd__clkdlybuf4s50_1       0.82
sky130_fd_sc_hd__clkinv_1              0.48
sky130_fd_sc_hd__nor2_1                0.62
sky130_fd_sc_hd__nand3_1               0.72
sky130_fd_sc_hd__o22ai_1               1.11
-- worst paths after layout --
path	from	endpoint	cells after the start
setup / recovery	enable1	ram[37][3]	5
hold / removal	q1[2]	q1[2]	2
setup reg to reg	ram[12][5]	q1[5]	6
hold reg to reg	q1[2]	q1[2]	2
Power is estimated from default activity; no workload was simulated.
